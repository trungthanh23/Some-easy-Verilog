**design/flow/design.v**
```verilog
module multiplier_4bit (
    input  logic [3:0] A,
    input  logic [3:0] B,
    output logic [7:0] P
);
    logic [3:0] pp0, pp1, pp2, pp3;
    logic [7:0] part0, part1, part2, part3;
    always_comb begin
        pp0 = A & {4{B[0]}};
        pp1 = A & {4{B[1]}};
        pp2 = A & {4{B[2]}};
        pp3 = A & {4{B[3]}};
        part0 = {4'b0000, pp0};            
        part1 = {3'b000,  pp1, 1'b0};      
        part2 = {2'b00,   pp2, 2'b00};    
        part3 = {1'b0,    pp3, 3'b000};    
        P = part0 + part1 + part2 + part3;
    end
endmodule
```
**design/flow/run.sh**
```bash
#!/bin/bash
# OpenROAD 26Q1-2900-gdf79404cd8, Yosys 0.63+post, stock flow scripts
make -C /OpenROAD-flow-scripts/flow DESIGN_CONFIG=/design/flow/config.mk WORK_HOME=/design/flow/orfs finish
```
**design/flow/config.mk**
```make
export PLATFORM = sky130hd
export DESIGN_NAME = multiplier_4bit
export DESIGN_NICKNAME = multiplier_4bit
export VERILOG_FILES = /design/flow/design.v
export SDC_FILE = /design/flow/constraint.sdc
export NUM_CORES = 4
export LEC_CHECK = 1
export CORE_AREA = 10 10 70 70
export DIE_AREA = 0 0 80 80
```
**design/flow/constraint.sdc**
```tcl
current_design multiplier_4bit

set clk_period 4.5
set clk_io_pct 0.2

create_clock -name clk0 -period $clk_period

set non_clock_inputs [all_inputs -no_clocks]
set_input_delay [expr $clk_period * $clk_io_pct] -clock clk0 $non_clock_inputs
set_output_delay [expr $clk_period * $clk_io_pct] -clock clk0 [all_outputs]
```
==> results.sh <==
# flow metrics
export IMPL_status="complete, no violations"
export IMPL_critPathKind="input port to primary output"
export IMPL_finalHoldViolCount=0
export IMPL_grt_pass1_wl_mm=1.628
export IMPL_ys_types=10
export IMPL_cp_data_arrival_time_ps=3490
export IMPL_yosys_area_share_aoi=0.07468
export IMPL_p_leak_uw=0.0003556
export IMPL_slowest_delay_ps=520
export IMPL_synth_avg_cell_area_um2=9.175
export IMPL_maxCapViolCount=0
export IMPL_cts_setup_buffers=0
export IMPL_setup_ws_ps=112.1
export IMPL_path_cells="clkdlybuf4s15_1 > and2_4 > fa_1 > inv_1 > fa_1 > inv_1 > ha_2 > fa_2 > a21o_1 > a21oi_2 > xnor2_1 > buf_2"
export IMPL_die_y_um=80
export IMPL_gp_congestion=0.8147
export IMPL_hp_start="A[3]"
export IMPL_fp_utilization=0.1128
export IMPL_fmax_mhz=227.9
export IMPL_logic_area_um2=389.1
export IMPL_hpwl_um=880.4
export IMPL_critPathMaxFanout=2
export IMPL_stdcell_area_um2=660.6
export IMPL_ys_sh_mux=0
export IMPL_min_to="P[7]"
export IMPL_synth_cells=42
export IMPL_layout_drive_gt1_share=0.3030
export IMPL_firstDrtPassIters=4
export IMPL_ys_warn_count=1
export IMPL_dieWidth_um=80
export IMPL_final_min_clock_period_ps=4388
export IMPL_diodes=0
export IMPL_startpoint="A[2]"
export IMPL_cp_required_ps=3600
export IMPL_flop_area_um2=0
export IMPL_tightest_slew_ps=140.3
export IMPL_grt_overflow=0
export IMPL_end_kind="primary output"
export IMPL_synth_logic_top_family="adder cells"
export IMPL_timing_final_crit_share=0.9751
export IMPL_ir_drop_mv=0.03643
export IMPL_synth_chip_area_um2=385.4
export IMPL_utilization=0.1934
export IMPL_drt_iter0_drc=6
export IMPL_rsz0062_at_grt="no"
export IMPL_wl_per_cell_um=8.536
export IMPL_final_max_slew_viol_count=0
export IMPL_dpl_cell_area_um2=663.1
export IMPL_slew_headroom=0.9058
export IMPL_io_buffers=16
export IMPL_pre_cts_ws_ps=-685.4
export IMPL_dieArea_um2=6400
export IMPL_yosysCellCount=42
export IMPL_postRouteWirelength_um=956
export IMPL_hold_buffers=0
export IMPL_fillers=381
export IMPL_grt_max_degree=5
export IMPL_ys_sh_adder=0.5844
export IMPL_setup_violations=0
export IMPL_rows=21
export IMPL_seq_cells=0
export IMPL_tool_warnings=32
export IMPL_grt_pass1_vias=358
export IMPL_core_um2=3416
export IMPL_hold_path_class="input port to primary output"
export IMPL_vias_per_cell=3.170
export IMPL_syn_to_final_growth_pct=71.43
export IMPL_ant_nets=0
export IMPL_netlist_area_um2=385.4
export IMPL_worstSetupStartpointType="input port"
export IMPL_vias=355
export IMPL_synth_simple_area_share=0.2338
export IMPL_crit_slowest_cell="fa_1"
export IMPL_p_per_area_nw_per_um2=114.4
export IMPL_synth_xor_area_share=0.06818
export IMPL_yosysSeqAreaShare=0
export IMPL_grt_use_total=0.03046
export IMPL_worstHoldPathCells=5
export IMPL_io_pins=16
export IMPL_timing_hold_ws_ps=2391
export IMPL_drc=0
export IMPL_clkbuf_count=0
export IMPL_antenna_found_initial=0
## synth_stat cells
cell type  instances  area [µm²]
and2_1            12       75.07
ha_1              10       125.1
fa_1               5       100.1
inv_1              4       15.01
nand2_1            4       15.01
a21o_1             2       15.01
xnor2_1            2       17.52
a21oi_1            1       5.000
a21oi_2            1       8.760
xor2_1             1       8.760
## kinds of logic (layout without fill, tap and decap cells)
family | Yosys count | count (layout)
adder cells (fa/ha/maj) | 15 | 15
buffers and inverters | 4 | 28
AND-OR/OR-AND | 4 | 4
AND/OR/NAND/NOR | 16 | 16
XOR/XNOR | 3 | 3
## worst max-delay path by stage
| stage | to | slack, ps |
|---|---|---|
| CTS | P[6] | 8 |
| global route | P[7] | 8 |
| finish | P[7] | 110 |
## critical path, delay by kind of cell
kind | cells | cell delay, ps
compound gates | 2 | 300
buf+inv | 4 | 400
xor+xnor | 1 | 130
simple gates | 1 | 170
fa+ha+maj | 4 | 1570
## metal layers
| metal | track usage | wire length, µm |
|---|---|---|
| met5 | 0 | 0 |
| met4 | 0 | 0 |
| met3 | 0.01705 | 158 |
| met2 | 0.03371 | 258 |
| met1 | 0.04976 | 539 |
## stage by stage
stage,power [µW],instances,setup TNS [ps]
final,75.57,112,0
after global placement,83.03,112,-1752
after CTS,80.33,112,0
after detailed placement,82.74,112,-1760
after global routing,87.43,112,0
after floorplan,29.42,42,0
## repair_timing
item,CTS,global route
endpoints found under the setup margin,4,2
cloned,0,0
hold endpoints to repair,0,0
gates resized,20,8
pin swaps,1,4
## layout make-up
type,instances,area share
Inverter,4,0.02273
Multi-Input combinational cell,38,0.5890
Tap cell,46,0.08712
Timing Repair Buffer,24,0.3011
## placed cells by master, fill, tap and decap left out
master           count
and2_1               9
ha_1                 9
buf_4                8
clkdlybuf4s50_1      6
inv_1                4
nand2_1              4
and2_4               3
fa_1                 3
dlygate4sd2_1        3
a21o_1               2
a21oi_2              2
xnor2_1              2
fa_2                 2
clkdlybuf4s15_1      2
clkbuf_2             2
buf_2                2
xor2_1               1
ha_2                 1
dlymetal6s2s_1       1
## where the power goes
group          total [µW]  internal, µW  switching (µW)
Combinational        75.6          47.9            27.7
Clock                   0             0               0
Sequential              0             0               0
Power figures rest on the tool's default switching activity, not on a simulated workload.
