**flow/run.sh**
```bash
#!/bin/bash
# OpenROAD 26Q1-2900-gdf79404cd8, Yosys 0.63+post, stock flow scripts
make -C /OpenROAD-flow-scripts/flow DESIGN_CONFIG=/design/flow/config.mk WORK_HOME=/design/flow/orfs finish
```
**flow/config.mk**
```make
export PLATFORM = sky130hd
export DESIGN_NAME = comparator_3bit
export DESIGN_NICKNAME = comparator_3bit
export VERILOG_FILES = /design/flow/design.v
export SDC_FILE = /design/flow/constraint.sdc
export NUM_CORES = 4
export LEC_CHECK = 1
export CORE_AREA = 10 10 70 70
export DIE_AREA = 0 0 80 80
```
**flow/design.v**
```verilog
module comparator_3bit (
    input    [2:0] a,  
    input    [2:0] b,  
    output  lt,       
    output  gt,       
    output  eq       
);
    assign lt = (a < b);      
    assign gt = (a > b);      
    assign eq = (a == b);     
endmodule
```
**flow/constraint.sdc**
```tcl
current_design comparator_3bit

set clk_period 1.9
set clk_io_pct 0.2

create_clock -name clk0 -period $clk_period

set non_clock_inputs [all_inputs -no_clocks]
set_input_delay [expr $clk_period * $clk_io_pct] -clock clk0 $non_clock_inputs
set_output_delay [expr $clk_period * $clk_io_pct] -clock clk0 [all_outputs]
```
==> flow_metrics.tcl <==
# collected from the flow reports
set metrics [dict create \
    maxSlewViolCount 0 \
    drt-wirelength-per-cell_um 5.64 \
    placed_cells 66 \
    worst_ir_drop_vdd_mv 0.0189 \
    status "finished, final reports clean" \
    critical_path.max_stage_delay_ns 0.29 \
    hold_viol_final 0 \
    synthesis.yosys.warnings 0 \
    grt_antenna_before_repair 2 \
    area.sequential_um2 0 \
    crit_chain "dlygate4sd2_1, ha_1, and3_4, buf_4, a21oi_1, clkbuf_2" \
    routabilityCongestion 0.756 \
    floorplan.io_pins 9 \
    synth.area.mux_share_pct 0 \
    yosys-stat-area_um2 83.8 \
    yosys.cell_types.count 6 \
    timing.final.setup_violations 0 \
    finalWorstPathRequiredPeriod_ns 1.79 \
    global_route.overflow_total 0 \
    chip_area_um2 6400 \
    adder_cell_area_share_of_the_yosys_netlist_pct 44.8 \
    end_point_of_the_worst_hold_path "lt" \
    grt_start_max_net_pins 4 \
    maxClockFrequency_mhz 560 \
    cp_max_fo 2 \
    total_tool_warning_count 32 \
    slew-limit-headroom_pct 92.7 \
    wire_length_of_the_first_global_routing_pass_um 627 \
    fraction_of_final_layout_cells_with_drive_strength_greater_than_1_pct 50.0 \
    rows 21 \
    layout.cells.non_filler 70 \
    synthesis.area_um2 83.8 \
    tightestPinTransition_ns 0.110 \
    fp-utilization_pct 2.45 \
    layout_worst_path_cycle_share_pct 94.0 \
    crit_slowest_cell "ha_1" \
    worst_ep_required_time_ns 1.52 \
    final_layout_clock_buffer_total 0 \
    topCombFamilyByArea "adder cells" \
    min_delay_path_depth 5 \
    finalSetupTns_ns 0 \
    report.power.total_uw 52.7 \
    die-height_um 80 \
    post_synth_xor_area_fraction_pct 0 \
    post_synth.cell_area_avg_um2 7.62 \
    cellLeakagePower_uw 0.000109 \
    postRouteWirelength_um 395 \
    pre_cts_ws_ns -0.454 \
    flops 0 \
    max_cap_viols 0 \
    critPathLaunchType "input pin" \
    vias 112 \
    core_region_area_um2 3420 \
    vias_in_the_first_global_route 127 \
    cts_hold_buffers_added 0 \
    power_per_cell_area_nw_per_um2 192 \
    aoi_share_pct 11.9 \
    layout_top_cell_excl_fill_tap "dlygate4sd2_1" \
    synthToLayoutAreaGrowth_pct 227 \
    worst-endpoint-arrival_ns 1.41 \
    grt.total_usage_pct 1.22 \
    timing.hold.ws_ns 1.37 \
    finalWorstSetupSlack_ns 0.114 \
    postSynthCellCount 11 \
    drtPass1Iterations 1 \
    hold_path.class "input pin to primary output" \
    critPathTopFamily "buffers and inverters" \
    path_type_of_the_worst_setup_path "input pin to primary output" \
    final_antenna_net_count 0 \
    drtIter0Drc 0 \
    place_hpwl_um 305 \
    simple_gate_area_share_pct 29.9 \
    avgViaCountPerCell 1.60 \
    place.port_buffers 9 \
    horizontal_die_dimension_um 80 \
    path_buffers 3 \
    post-route-drc-count 0 \
    holdCritStartpoint "a[2]" \
    endpoint_kind "primary output" \
    postSynthSeqShare_pct 0 \
    grt_setup_unrepaired "false" \
    ys_cells 11 \
]
-- routing by layer --
layer	GRT usage, %	routed length, µm
met1	1.52	174
met2	1.36	101
met3	1.48	119
met4	0	0
met5	0	0
-- cells in the mapped netlist --
master    instances  area, µm²
ha_1              3       37.5
nand3b_1          1       7.51
inv_1             3       11.3
and2_1            1       6.26
a21oi_1           2       10.0
and3_4            1       11.3
-- area by class of cell --
cell class	instances	area [µm²]
inverters	3	11.3
diodes	2	5.00
well taps	46	57.6
repair buffers	11	88.8
fillers	406	3140
multi-input cells	8	111
-- tightest hold or removal path, delay by kind of cell --
kind | cells | cell delay (ns)
compound gates | 1 | 0.03
fa+ha+maj | 1 | 0.15
buf+inv | 2 | 0.29
simple gates | 1 | 0.14
-- worst max path at each step --
stage,cells past startpoint,endpoint,from
4_1_cts,6,gt,b[0]
5_1_grt,6,gt,b[0]
6_report,6,gt,b[0]
-- power by group --
part,internal [µW],switching [µW]
Clock,0.000141,0
Sequential,0,0
Combinational,33.9,18.8
Total,33.9,18.8
-- cell families after synthesis --
group | Yosys count
AOI/OAI and AO/OA | 2
and+or+nand+nor | 3
buffers and inverters | 3
adders and majority gates | 3
-- per-stage QoR --
step | util [%] | cell area (µm²)
final | 8.02 | 274
after CTS | 7.80 | 267
after global routing | 7.95 | 272
after global placement | 6.78 | 231
after floorplan | - | 83.8
after detailed placement | 6.78 | 231
-- timing repair --
action | in CTS | in global routing
endpoints found under the hold margin | 0 | 0
gates resized | 16 | 6
cloned | 0 | 0
endpoints found under the setup margin | 3 | 2
pin swaps | 6 | 2
setup buffers | 2 | 0
Power and IR drop assume default switching activity.
