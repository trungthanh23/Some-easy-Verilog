**run.sh**
```bash
#!/bin/bash
# OpenROAD 26Q1-2900-gdf79404cd8, Yosys 0.63+post, stock flow scripts
make -C /OpenROAD-flow-scripts/flow DESIGN_CONFIG=/design/flow/config.mk WORK_HOME=/design/flow/orfs finish
```
**config.mk**
```make
export PLATFORM = sky130hd
export DESIGN_NAME = mul
export DESIGN_NICKNAME = mul
export VERILOG_FILES = /design/flow/design.v
export SDC_FILE = /design/flow/constraint.sdc
export NUM_CORES = 4
export LEC_CHECK = 1
export CORE_UTILIZATION = 40
```
**constraint.sdc**
```tcl
current_design mul

set clk_period 3.1
set clk_io_pct 0.2

create_clock -name clk0 -period $clk_period [get_ports {clk}]

set non_clock_inputs [all_inputs -no_clocks]
set_input_delay [expr $clk_period * $clk_io_pct] -clock clk0 $non_clock_inputs
set_output_delay [expr $clk_period * $clk_io_pct] -clock clk0 [all_outputs]
```
**design.v**
```verilog
module mul #(parameter N = 4) (
    input clk,
    input rst_n,
    input [N-1:0] SBN, 
    input [N-1:0] SN,  
    input start,
    output reg [2*N-1:0] result,
    output reg valid
);
    reg [2*N-1:0] a;    
    reg [2*N-1:0] b;    
    reg [N-1:0] count;  
    reg [2*N-1:0] y;    
    always @(posedge clk or negedge rst_n) begin
        if (!rst_n) begin
            result <= 0;
            valid <= 0;
            a <= 0;
            b <= 0;
            count <= 0;
            y <= 0;
        end
        else begin
            if (start && count == 0) begin
                a <= {{N{1'b0}}, SBN};
                b <= {{N{1'b0}}, SN}; 
                y <= 0;
                count <= 0;
                valid <= 0;
            end
            else if (count < N) begin
                if (b[0]) begin
                    y <= y + (a << count);
                end
                b <= b >> 1;
                count <= count + 1;
                if (count == N-1) begin
                    result <= y + (b[0] ? (a << count) : 0);
                    valid <= 1;
                end
            end
            else begin
                valid <= 0;
            end
        end
    end
endmodule
```
==> impl_metrics.json <==
{
  "hold_path.class": "reg -> reg",
  "netlist.area_leader.share_pct": 37.59,
  "holdPathEnd": "result[3]",
  "synth_cell_type_count": 43,
  "power_density_nw_per_um2": 313.0,
  "synth_area_um2": 1931,
  "cp_cell_sequence": "or2_1 > nor2_1 > and2_1 > ha_1 > fa_1 > a21o_1 > a21o_1 > a21oi_1 > or4b_1 > nand3_1",
  "place.gp.congestion": 0.8264,
  "dr.first_iter.drc_count": 31,
  "min-delay-start": "result[3]",
  "ant_nets": 0,
  "ctsHoldBuffers": 0,
  "synthTopLogicFamily": "simple AND/OR/NAND/NOR gates",
  "end_kind": "register",
  "fp_util_pct": 42.86,
  "tritoncts": "yes",
  "cts_buffers": 5,
  "edf_count": 0,
  "reg2reg_depth": 10,
  "yosys_most_used_dff": "dfrtp_1",
  "drc_errors": 0,
  "grt_pass1_wl_um": 6451,
  "cp.buffers_inverters": 0,
  "max_freq_mhz": 366.6,
  "synthXorXnorAreaFrac_pct": 4.083,
  "worstReg2RegStart": "count[2]",
  "most_common_cell": "dfrtp_1",
  "rows": 24,
  "core-area_um2": 4504,
  "largest_area_cell": "dfrtp_1",
  "drive_above_1_share_pct": 7.111,
  "post-route-period-util_pct": 87.99,
  "clock-sinks": 29,
  "finalHoldViolCount": 0,
  "cts.reportedPaths.clkPinSlew_ns": 0.06,
  "critical_path_required_ns": 3.26,
  "status": "finished clean",
  "postCtsSetupBuffers": 0,
  "ys_ff": 29,
  "clk_latency_ns": 0.28,
  "leakagePower_nw": 0.9899,
  "fillCellCount": 443,
  "top_cells_by_area": "dfrtp_1, ha_1, nand2_1, o21ai_0, mux2_2",
  "yosysWarnings": 1,
  "hpwl_um": 2700,
  "drtPass1Iterations": 4,
  "worstSetupStartpointType": "register",
  "openroad.warnings": 26,
  "cts_resized": 0,
  "drv_slew": 0,
  "worstMarginPinSlew_ns": 0.5176,
  "max-vdd-ir-drop_uv": 216.0,
  "drt_wl_total_um": 3610,
  "synth_seq_share_pct": 37.59,
  "wl_per_cell_um": 13.03,
  "stdcell_area_um2": 2228,
  "num_vias": 1466,
  "slew_headroom_pct": 65.26,
  "hold_depth": 2,
  "ys_cells": 206,
  "adder_share_pct": 12.44,
  "cts-root-buf": "clkbuf_8",
  "p_total_mw": 0.6974,
  "io_pins": 20,
  "worstSetupPathType": "reg -> reg",
  "die_h_um": 71.48,
  "finalSetupViolCount": 0,
  "r2r_setup_slack_ns": 0.37,
  "htree_num_levels": 2,
  "simple_gate_share_pct": 18.08,
  "synth_cells": 206,
  "antenna_found_initial": 0,
  "grt_max_degree": 30,
  "seq_area_um2": 725.7,
  "yosys-top-cells-count": "dfrtp_1, nand2_1, o21ai_0",
  "first_global_vias": 1397,
  "ys_async_sr_fraction_pct": 100.0,
  "antenna_cells": 0,
  "clk_path_buf_depth": 2,
  "crit_path_max_incr_delay_ns": 0.49,
  "slowest_stage": "dfrtp_1",
  "ys_sh_mux_pct": 8.360,
  "syn_avg_cell_area_um2": 9.372,
  "vias_per_cell": 5.292,
  "aoi_share_pct": 15.55,
  "cp_data_arrival_time_ns": 2.89,
  "track_usage_pct": 16.47,
  "gr-total-overflow": 0,
  "ys_chip_area_um2": 1931,
  "holdWs_ns": 0.4780,
  "period_needed_ns": 2.728,
  "cpMostUsedCell": "a21o_1",
  "place_area_um2": 2148,
  "tns_ns": 0,
  "portBuffers": 19,
  "area_delta_synth_final_pct": 15.42,
  "finClkSkew_ns": 0.001337,
  "regToRegEndpoint": "result[6]",
  "final_core_util_pct": 49.47,
  "rsz0062_at_grt": "false",
  "drv_cap": 0,
  "path_max_fanout": 13,
  "combGateArea_um2": 1130,
  "die_area_um2": 5109,
  "die_w_um": 71.48,
  "cp_top_family": "simple AND/OR/NAND/NOR gates"
}
==> power breakdown <==
part	internal, mW	total (mW)	leakage, nW	switching, mW
registers	0.379	0.379	0.390	0
logic	0.0138	0.0258	0.561	0.0119
clock network	0.159	0.293	0.0395	0.134
total	0.551	0.697	0.990	0.146
==> layout by cell type (no fill, tap or decap), drive strengths merged, types with 2 or more instances in the layout <==
cell           instances
inv                    8
nor3b                  3
clkdlybuf4s50         19
nand2                 26
fa                     2
ha                    16
dfrtp                 29
nand3                  6
o21ai                 22
nor2b                  3
a211oi                 4
and2                   9
xnor2                  7
nor3                   2
o31ai                  3
nor2                  12
mux2i                  6
mux2                   7
a21o                   3
and3                   2
a21oi                 10
clkbuf                 8
xor2                   2
==> final cells by class <==
type                    count  area share [%]
well taps                  52           2.920
flip-flops and latches     29           32.57
multi-input cells         160           50.70
inverters                   8           1.348
clock buffers               8           3.593
repair buffers             20           8.871
==> logic make-up after synthesis <==
| family | count (synthesis) |
|---|---|
| compound gates | 50 |
| buf+inv | 17 |
| flops | 29 |
| fa+ha+maj | 18 |
| mux | 14 |
| xor+xnor | 9 |
| simple gates | 69 |
==> worst max path at each step <==
stage | start | end | slack, ns | depth (start not counted)
finish | count[2] | result[6] | 0.37 | 10
global route | count[2] | result[6] | 0.09 | 9
CTS | count[2] | result[6] | 0.34 | 9
==> layer usage <==
| layer | wire [um] | part of all wire (%) | global-route usage [%] | vias to the layer above |
|---|---|---|---|---|
| met4 | 36 | 1.0 | 1.307 | 0 |
| met1 | 1808 | 50 | 26.06 | 674 |
| met2 | 1653 | 46 | 25.19 | 26 |
| met5 | 0 | 0 | 0 | - |
| li1 | - | - | - | 762 |
| met3 | 112 | 3.1 | 3.709 | 4 |
==> sequential cells by signal (all words and copies together), names as in the netlist <==
register / count
result: 8
y: 8
a: 4
b: 4
count: 4
valid: 1
==> worst register-to-register path, stage by stage (launching register included) <==
cell and delay [ns]:
dfrtp_1 0.49, or2_1 0.39, nor2_1 0.14, and2_1 0.18, ha_1 0.20, fa_1 0.41
a21o_1 0.19, a21o_1 0.19, a21oi_1 0.21, or4b_1 0.14, nand3_1 0.05
==> per-stage QoR <==
| step | setup slack, ns | cells |
|---|---|---|
| 2_1_floorplan | 0.6963 | 206 |
| 3_3_place_gp | 0.3480 | 269 |
| 3_5_place_dp | 0.3513 | 269 |
| 4_1_cts | 0.3374 | 277 |
| 5_1_grt | 0.08923 | 277 |
| 6_report | 0.3725 | 277 |
Power is estimated from default activity; no workload was simulated.
